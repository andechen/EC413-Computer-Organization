$ cat ./run.sh
#!/bin/bash
# OpenROAD 26Q1-2900-gdf79404cd8, Yosys 0.63+post, stock flow scripts
make -C /OpenROAD-flow-scripts/flow DESIGN_CONFIG=/design/flow/config.mk WORK_HOME=/design/flow/orfs finish
$ cat ./config.mk
export PLATFORM = sky130hd
export DESIGN_NAME = TwoStageCarrySelect_str
export DESIGN_NICKNAME = TwoStageCarrySelect_str
export VERILOG_FILES = /design/flow/design.v
export SDC_FILE = /design/flow/constraint.sdc
export NUM_CORES = 4
export LEC_CHECK = 1
export CORE_UTILIZATION = 50
$ cat ./constraint.sdc
current_design TwoStageCarrySelect_str

set clk_period 26.6
set clk_io_pct 0.2

create_clock -name clk0 -period $clk_period

set non_clock_inputs [all_inputs -no_clocks]
set_input_delay [expr $clk_period * $clk_io_pct] -clock clk0 $non_clock_inputs
set_output_delay [expr $clk_period * $clk_io_pct] -clock clk0 [all_outputs]
$ cat ./design.v
`timescale 1ns / 1ps
module SixteenBitRCA_str(
    output c_out,
    output [15:0] sum,
    input [15:0] a,
    input [15:0] b,
    input c_in
    );
    wire c_next;             
    EightBitRCA_str      EightBitRCA7_0        (.c_out(c_next), .sum(sum[7:0]), .a(a[7:0]), .b(b[7:0]), .c_in(c_in));        
    EightBitRCA_str      EightBitRCA15_8       (.c_out(c_out), .sum(sum[15:8]), .a(a[15:8]), .b(b[15:8]), .c_in(c_next));    
endmodule
`timescale 1ns / 1ps
module TwoStageCarrySelect_str(
    output c_out,                
    output [63:0] sum,           
    input [63:0] a,              
    input [63:0] b,              
    input c_in                   
    );
    wire c_next;                 
    wire [31:0] sum_0;           
    wire [31:0] sum_1;           
    wire c_0;                    
    wire c_1;                    
    ThirtyTwoBitRCA_str      ThirtyTwoBitRCA31_0     (.c_out(c_next), .sum(sum[31:0]), .a(a[31:0]), .b(b[31:0]), .c_in(c_in));
    ThirtyTwoBitRCA_str      ThirtyTwoBitRCA0        (.c_out(c_0), .sum(sum_0[31:0]), .a(a[63:32]), .b(b[63:32]), .c_in(0));
    ThirtyTwoBitRCA_str      ThirtyTwoBitRCA1        (.c_out(c_1), .sum(sum_1[31:0]), .a(a[63:32]), .b(b[63:32]), .c_in(1));
    mux_str                  mux_sum                 (.out(sum[63:32]), .s(c_next), .in_0(sum_0[31:0]), .in_1(sum_1[31:0]));
    assign c_out = c_next ? c_1 : c_0;
endmodule
`timescale 1ns / 1ps
module ThirtyTwoBitRCA_str(
    output c_out,
    output [31:0] sum,
    input [31:0] a,
    input [31:0] b,
    input c_in
    );
    wire c_next;             
    SixteenBitRCA_str      SixteenBitRCA15_0        (.c_out(c_next), .sum(sum[15:0]), .a(a[15:0]), .b(b[15:0]), .c_in(c_in));        
    SixteenBitRCA_str      SixteenBitRCA31_16       (.c_out(c_out), .sum(sum[31:16]), .a(a[31:16]), .b(b[31:16]), .c_in(c_next));    
endmodule
`timescale 1ns / 1ps
module FBFA_str(
    output c_out,
    output [3:0] sum,
    input [3:0] a,
    input [3:0] b,
    input c_in
    );
    wire c0, c1, c2;
    FA_str      FA0     (.c_out(c0), .sum(sum[0]), .a(a[0]), .b(b[0]), .c_in(c_in));
    FA_str      FA1     (.c_out(c1), .sum(sum[1]), .a(a[1]), .b(b[1]), .c_in(c0));
    FA_str      FA2     (.c_out(c2), .sum(sum[2]), .a(a[2]), .b(b[2]), .c_in(c1));
    FA_str      FA3     (.c_out(c_out), .sum(sum[3]), .a(a[3]), .b(b[3]), .c_in(c2));
endmodule
`timescale 1ns / 1ps
module EightBitRCA_str(
    output c_out,
    output [7:0] sum,
    input [7:0] a,
    input [7:0] b,
    input c_in
    );
    wire c_next;             
    FBFA_str      FBFA3_0     (.c_out(c_next), .sum(sum[3:0]), .a(a[3:0]), .b(b[3:0]), .c_in(c_in));        
    FBFA_str      FBFA7_4     (.c_out(c_out), .sum(sum[7:4]), .a(a[7:4]), .b(b[7:4]), .c_in(c_next));       
endmodule
`timescale 1ns / 1ns
module AND_T(out, in1, in2);
input in1, in2;
output out;
and		#0		and1(out, in1, in2);
endmodule
`timescale 1ns / 1ns
module FA_str(c_out, sum, a, b, c_in);
input		a, b, c_in;  
output	c_out, sum;  
wire		not_a, not_b, not_c;
wire 		a_notb, nota_b, nota_notb, a_b; 
wire		and1_out, and2_out, and3_out, and4_out;
wire 		or1_out, or2_out;
wire 		b_c, a_c;
wire 		or3_out, or4_out;
not	   not1		(not_a, a);
not	   not2		(not_b, b);
not	    not3	(not_c, c_in);
AND_T		and1		(a_notb, a, not_b);
AND_T		and2		(and1_out, a_notb, not_c);
AND_T		and3		(nota_b, not_a, b);
AND_T		and4		(and2_out, nota_b, not_c);
AND_T		and5		(nota_notb, not_a, not_b);
AND_T		and6		(and3_out, nota_notb, c_in);
AND_T		and7		(a_b, a, b);
AND_T		and8		(and4_out, a_b, c_in);
OR_T		or1		(or1_out, and1_out, and2_out);
OR_T		or2		(or2_out, or1_out, and3_out);
OR_T		or3		(sum, or2_out, and4_out);
AND_T		and9		(b_c, b, c_in);
AND_T		and10		(a_c, a ,c_in);
OR_T		or4		(or3_out, a_b, b_c);
OR_T		or5		(or4_out, or3_out, a_c);
OR_T		or6		(c_out, or4_out, and4_out);
endmodule
`timescale 1ns / 1ns
module OR_T(out, in1, in2);
input in1, in2;
output out;
or		#0		or1 (out, in1, in2);
endmodule
`timescale 1ns / 1ns
module mux_str(out, s, in_0, in_1);
    output reg [31:0] out;                  
    input s;                                
    input [31:0] in_0;                      
    input [31:0] in_1;
    always @ (in_0 or in_1 or s)
    begin
        if(s)
            out = in_1;                     
        else
            out = in_0;                     
        end
endmodule
==> results_slide.txt <==
Flow Results at a Glance

Status
  • Status: did not finish
  • Halt Stage: detailed placement (3_5_place_dp)
  • Log Error: [ERROR DPL-0036] Detailed placement failed.

Placed design
  • RD Place Congestion: 0.836
  • IO Port Bufs: just under 200

Die
  • Floorplan utilization: between 50% and 60%
  • Row count: 26
  • Die width: 75.9 um
  • Height of the die: approximately 76 um
  • # IOs: 194

Logic synthesis
  • Mean Syn Cell Area: 15.4 um^2
  • Synth warn: 3
  • Register share after synthesis: 0%
  • Syn Std Cell Area: 2730 um^2
  • Synth cell types: 10
  • Post-Syn Instances: 177
  • Ys cells: roughly 180
  • Chip area estimate from yosys synthesis: 2730 um^2
[Yosys cell counts]
cell type / n / area share, %
xor2_1: 1 / 0.32
inv_1: 12 / 1.6
fa_1: 94 / 69
mux2i_1: 2 / 0.73
buf_6: 1 / 0.41
buf_12: 3 / 2.2
mux2_4: 27 / 15
mux2_2: 3 / 1.2
buf_4: 32 / 8.8
ha_1: 2 / 0.92
[through the flow]
stage | setup slack [ns] | hold slack, ns | instances | total power (W) | instance area (um^2)
floorplan | 3.38 | 10.83 | 177 | 0.0000558 | 2730
global placement | 2.13 | 11.67 | 406 | 0.000117 | 4460
[kinds of logic after synthesis]
logic type	after synthesis	share of synthesized area, %
xor gates and xnor gates	1	0.321
adders and majority gates	96	69.8
buffers and inverters	48	13.1
muxes	32	16.8
No activity file was given, so power comes from the tool's default toggle rates.
