==> /design/flow/design.v <==
`timescale 1ns / 1ps
module SixteenBitRCA_D_str(
    output c_out,
    output [15:0] sum,
    input [15:0] a,
    input [15:0] b,
    input c_in
    );
    wire c_next;             
    EightBitRCA_D_str      EightBitRCA7_0        (.c_out(c_next), .sum(sum[7:0]), .a(a[7:0]), .b(b[7:0]), .c_in(c_in));        
    EightBitRCA_D_str      EightBitRCA15_8       (.c_out(c_out), .sum(sum[15:8]), .a(a[15:8]), .b(b[15:8]), .c_in(c_next));    
endmodule
`timescale 1ns / 1ps
module TwoStageCarrySelect_D_str(
    output c_out,                
    output [63:0] sum,           
    input [63:0] a,              
    input [63:0] b,              
    input c_in                   
    );
    wire c_next;                 
    wire [31:0] sum_0;           
    wire [31:0] sum_1;           
    wire c_0;                    
    wire c_1;                    
    ThirtyTwoBitRCA_D_str      ThirtyTwoBitRCA31_0     (.c_out(c_next), .sum(sum[31:0]), .a(a[31:0]), .b(b[31:0]), .c_in(c_in));
    ThirtyTwoBitRCA_D_str      ThirtyTwoBitRCA0        (.c_out(c_0), .sum(sum_0[31:0]), .a(a[63:32]), .b(b[63:32]), .c_in(0));
    ThirtyTwoBitRCA_D_str      ThirtyTwoBitRCA1        (.c_out(c_1), .sum(sum_1[31:0]), .a(a[63:32]), .b(b[63:32]), .c_in(1));
    mux_str                  mux_sum                 (.out(sum[63:32]), .s(c_next), .in_0(sum_0[31:0]), .in_1(sum_1[31:0]));
    assign c_out = c_next ? c_1 : c_0;
endmodule
`timescale 1ns / 1ps
module ThirtyTwoBitRCA_D_str(
    output c_out,
    output [31:0] sum,
    input [31:0] a,
    input [31:0] b,
    input c_in
    );
    wire c_next;             
    SixteenBitRCA_D_str      SixteenBitRCA15_0        (.c_out(c_next), .sum(sum[15:0]), .a(a[15:0]), .b(b[15:0]), .c_in(c_in));        
    SixteenBitRCA_D_str      SixteenBitRCA31_16       (.c_out(c_out), .sum(sum[31:16]), .a(a[31:16]), .b(b[31:16]), .c_in(c_next));    
endmodule
`timescale 1ns / 1ps
module FBFA_D_str(
    output c_out,
    output [3:0] sum,
    input [3:0] a,
    input [3:0] b,
    input c_in
    );
    wire c0, c1, c2;
    FA_D_str      FA0     (.c_out(c0), .sum(sum[0]), .a(a[0]), .b(b[0]), .c_in(c_in));
    FA_D_str      FA1     (.c_out(c1), .sum(sum[1]), .a(a[1]), .b(b[1]), .c_in(c0));
    FA_D_str      FA2     (.c_out(c2), .sum(sum[2]), .a(a[2]), .b(b[2]), .c_in(c1));
    FA_D_str      FA3     (.c_out(c_out), .sum(sum[3]), .a(a[3]), .b(b[3]), .c_in(c2));
endmodule
`timescale 1ns / 1ps
module EightBitRCA_D_str(
    output c_out,
    output [7:0] sum,
    input [7:0] a,
    input [7:0] b,
    input c_in
    );
    wire c_next;             
    FBFA_D_str      FBFA3_0     (.c_out(c_next), .sum(sum[3:0]), .a(a[3:0]), .b(b[3:0]), .c_in(c_in));        
    FBFA_D_str      FBFA7_4     (.c_out(c_out), .sum(sum[7:4]), .a(a[7:4]), .b(b[7:4]), .c_in(c_next));       
endmodule
`timescale 1ns / 1ns
module AND_D(out, in1, in2);
input in1, in2;
output out;
and		#1		and1(out, in1, in2);
endmodule
`timescale 1ns / 1ns
module FA_D_str(c_out, sum, a, b, c_in);
input		a, b, c_in;  
output	c_out, sum;  
wire		not_a, not_b, not_c;
wire 		a_notb, nota_b, nota_notb, a_b; 
wire		and1_out, and2_out, and3_out, and4_out;
wire 		or1_out, or2_out;
wire 		b_c, a_c;
wire 		or3_out, or4_out;
not	   not1		(not_a, a);
not	   not2		(not_b, b);
not	    not3	(not_c, c_in);
AND_D		and1		(a_notb, a, not_b);
AND_D		and2		(and1_out, a_notb, not_c);
AND_D		and3		(nota_b, not_a, b);
AND_D		and4		(and2_out, nota_b, not_c);
AND_D		and5		(nota_notb, not_a, not_b);
AND_D		and6		(and3_out, nota_notb, c_in);
AND_D		and7		(a_b, a, b);
AND_D		and8		(and4_out, a_b, c_in);
OR_D		or1		(or1_out, and1_out, and2_out);
OR_D		or2		(or2_out, or1_out, and3_out);
OR_D		or3		(sum, or2_out, and4_out);
AND_D		and9		(b_c, b, c_in);
AND_D		and10		(a_c, a ,c_in);
OR_D		or4		(or3_out, a_b, b_c);
OR_D		or5		(or4_out, or3_out, a_c);
OR_D		or6		(c_out, or4_out, and4_out);
endmodule
`timescale 1ns / 1ns
module OR_D(out, in1, in2);
input in1, in2;
output out;
or		#1		or1 (out, in1, in2);
endmodule
`timescale 1ns / 1ns
module mux_str(out, s, in_0, in_1);
    output reg [31:0] out;                  
    input s;                                
    input [31:0] in_0;                      
    input [31:0] in_1;
    always @ (in_0 or in_1 or s)
    begin
        if(s)
            out = in_1;                     
        else
            out = in_0;                     
        end
endmodule
==> /design/flow/run.sh <==
#!/bin/bash
# OpenROAD 26Q1-2900-gdf79404cd8, Yosys 0.63+post, stock flow scripts
make -C /OpenROAD-flow-scripts/flow DESIGN_CONFIG=/design/flow/config.mk WORK_HOME=/design/flow/orfs finish
==> /design/flow/config.mk <==
export PLATFORM = sky130hd
export DESIGN_NAME = TwoStageCarrySelect_D_str
export DESIGN_NICKNAME = TwoStageCarrySelect_D_str
export VERILOG_FILES = /design/flow/design.v
export SDC_FILE = /design/flow/constraint.sdc
export NUM_CORES = 4
export LEC_CHECK = 1
export CORE_UTILIZATION = 30
==> /design/flow/constraint.sdc <==
current_design TwoStageCarrySelect_D_str

set clk_period 16.0
set clk_io_pct 0.2

create_clock -name clk0 -period $clk_period

set non_clock_inputs [all_inputs -no_clocks]
set_input_delay [expr $clk_period * $clk_io_pct] -clock clk0 $non_clock_inputs
set_output_delay [expr $clk_period * $clk_io_pct] -clock clk0 [all_outputs]
==> run notes <==
Observations from the implementation run.

Run status:
- The flow ran to the end, but the final reports show violations.
- The checks that failed: setup timing.

Synth:
- The run puts the summed standard-cell area reported by yosys at 2730 um2.
- The run gives the count of warnings emitted by yosys as 3.
- The run gives the fraction of the mapped netlist area in adder cells as 0.698.
- The run gives the post-synthesis instance area as 2730 um2.
- The run puts the post-synthesis area per instance at 15.4 um2.
- Of the total synthesized cell area, the portion taken by AND, OR, NAND and NOR gates is 0.
- The run puts the yosys cell count at 177.
- The run gives the number of standard cells after synthesis as 177.
- Per the synthesis report, the AND-OR/OR-AND share of the synthesized area is 0.
- After synthesis, the largest family of logic cells by area is adder cells.
- After synthesis, the share of cell area in mux cells is 0.168.
- The synthesized netlist contains 10 unique library cells.
- For this run, the register share of the synthesized area comes to 0.
- The cell-mix breakdown from Yosys lists the XOR/XNOR area share as 0.00321.

Drt:
- The routed design uses 874 um of met3 wire.
- The wire length recorded after detailed routing is 6970 um.
- For this block, wires on met1 add up to 2340 um.
- The run gives the met2 layer wire length in the routed design as 3680 um.
- Once detail routing completed, the nets flagged for antenna violations numbered 0.
- The run gives the number of iterations in the first detailed-routing pass as 3.
- The run gives the final routed wire length divided by cell count as 14.6 um.
- The run puts the residual DRC count at 0.
- The run puts the detailed-route via count at 2038.
- Per the detail_route report, vias per standard cell equal 4.26.
- The run puts the number of diodes added for antenna fixing at 0.
- After detailed routing, no signal wire sits above met4.
- Detailed-route iteration 0 reported a violation count of 2.

Place:
- The run gives the half-perimeter wire length after detailed placement as 6140 um.
- The congestion estimate from routability-driven global placement came to 0.812.
- The run gives the number of placed instances with taps included as 446.
- The run puts the post-detailed-placement cell area at 4750 um2.
- Per the placement log, port buffering inserted 194 buffers.

Timing:
- In the finished design, the share of the clock period the worst path needs comes to 1.16.
- The run gives the final number of hold-violating endpoints as 0.
- The run gives the post-layout worst setup margin as -2.52 ns.
- Setup repair after global routing could not meet its margin everywhere.
- Max-slew check failures listed in the final report amount to 0.
- The smallest clock period supported by the final layout is computed as 18.52 ns.
- The run puts the worst slew slack as a fraction of its limit at 0.860.
- The pin closest to its max-slew limit shows a slew of 0.209 ns.
- Hold timing on the final database bottoms out at a slack of 6.91 ns.
- The run gives the final-report setup violation count as 39.
- The highest clock rate this design can be run at is 0.0540 GHz.

Critical path:
- Looking at the setup timing report, the critical path kind is primary input to output port.
- At the worst endpoint, the arrival time is 15.32 ns.
- The worst setup path is captured at an output port.
- The run gives the cell with the largest stage delay on the worst path as sky130_fd_sc_hd__fa_2.
- For this run, the slowest stage of the critical path takes 0.45 ns.
- By instance count, the cell type seen most on the critical path is sky130_fd_sc_hd__fa_2.
- The run gives the critical path startpoint category as a primary input.
- Along the worst path, the maximum fanout reaches 5.
- The required time at the worst endpoint is listed as 12.80 ns.

Min path:
- The tightest min-delay check is of the primary input to output port type.
- The report gives the cell count of the worst hold path as 5.
- The run gives the worst hold path startpoint as b[32].
- The endpoint of the worst hold path is reported as sum[32].

Global routing:
- The run puts the via count of the first global-routing pass at 2434.
- The first global-routing pass estimated 11400 um of wire.
- The run gives the total track usage as 0.161.
- Entering global routing, the biggest net connects 7 pins.
- The run gives the initial antenna violation count as 0.
- The run gives the total grt overflow as 0.

Floorplan:
- The run puts the number of I/O pins at 194.
- The die is 97.4 um wide.
- The run gives the chip height as 97.4 um.
- The run gives the initial core utilization as 0.312.
- The run puts the die outline area at 9490 um2.
- The run puts the standard cell core area at 8760 um2.
- The run puts the row count at 34.

Final layout:
- Counting only logic cells after layout, the most numerous master is sky130_fd_sc_hd__clkdlybuf4s50_1.
- The run gives the register area as 0 um2.
- The run gives the number of fill cells as 737.
- Leaving out fill and tap cells, the most frequent cells in the layout are 147 x sky130_fd_sc_hd__clkdlybuf4s50_1, 90 x sky130_fd_sc_hd__fa_2, 41 x sky130_fd_sc_hd__buf_6.
- With fillers left out, the area of the finished cells amounts to 5040 um2.
- The design has 0 sequential cells.
- The run gives the final cell count without fillers as 478.
- Of the cells placed in the final design, the portion with a size suffix greater than 1 is 0.546.
- The run gives the area overhead of the layout relative to synthesis as 84.6%.
- In the final layout, the clock buffer count is 0.

Power:
- Of the total power, registers draw 0.
- The run puts the leakage power at 1.98 nW.
- IR analysis of the VDD net gives a maximum drop of 0.0000179 V.
- The run gives the net switching power as 0.0644 mW.
- In this run the power density over the cells is 41.9 nW/um2.
- The run gives the part of the power in combinational logic as 1.000.
- The run gives the portion of total power attributed to the clock network as 0.
- The run gives the internal power as 0.147 mW.
- The run puts the switching portion of total power at 0.305.

Flow run:
- Across the run, the number of max-cap violations was 0.
- The run gives the total number of warnings across the stage logs as 36.
[stage by stage]
step	worst slack, ns	util	power [mW]	TNS [ns]
3_5_place_dp	-2.97	0.542	0.209	-107.76
4_1_cts	-2.78	0.572	0.213	-85.16
5_1_grt	-2.79	0.575	0.238	-93.76
6_report	-2.52	0.575	0.211	-83.21
2_1_floorplan	-1.74	-	0.0978	-60.31
3_3_place_gp	-2.97	0.542	0.207	-106.53
[worst max-delay path: cells and delay by family]
family     cells  cell delay, ns
fa+ha+maj     32           10.98
buf+inv        8            0.81
mux            1            0.29
[per-layer routing]
metal / GRT usage / vias up
li1: - / 902
met2: 0.289 / 126
met3: 0.0556 / 6
met5: 0 / -
met4: 0.00905 / 0
met1: 0.201 / 1004
[cells in the mapped netlist]
cell type	instances	area (um2)
sky130_fd_sc_hd__xor2_1	1	8.76
sky130_fd_sc_hd__buf_12	3	60.1
sky130_fd_sc_hd__mux2_4	27	405
sky130_fd_sc_hd__buf_4	32	240
sky130_fd_sc_hd__inv_1	12	45.0
sky130_fd_sc_hd__fa_1	94	1880
sky130_fd_sc_hd__ha_1	2	25.0
sky130_fd_sc_hd__buf_6	1	11.3
sky130_fd_sc_hd__mux2_2	3	33.8
sky130_fd_sc_hd__mux2i_1	2	20.0
[repair_timing]
| item | in CTS | in global routing |
|---|---|---|
| buffers inserted | 27 | 13 |
| pin swaps | 3 | 9 |
| endpoints found under the setup margin | 41 | 40 |
| hold buffers | 0 | 0 |
| resized | 169 | 39 |
| cloned | 3 | 0 |
| hold endpoints to repair | 0 | 0 |
[power groups by stage]
stage                 logic [mW]  clock network [mW]  registers (mW)
final                      0.211                   0               0
after global routing       0.238                   0               0
after CTS                  0.213                   0               0
[logic make-up after synthesis]
kind of cell,after synthesis
buffers and inverters,48
xor gates and xnor gates,1
adders and majority gates,96
muxes,32
[worst max-delay path by stage]
stage / from / end / slack (ns) / cells after the start
after global routing: a[0] / sum[36] / -2.79 / 41
final: a[0] / sum[36] / -2.52 / 41
after CTS: b[32] / sum[63] / -2.78 / 38
[cell type report]
type                       count  area [um2]  share of cell area
inverter                      12        62.6              0.0124
multi-input combinational    129        2600               0.516
tap                          108         135              0.0268
timing repair buffer         229        2240               0.444
Power and IR drop assume default switching activity.
